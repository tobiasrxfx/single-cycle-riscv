$ cat ./design.v
module ula (
  input [7:0] src_a,
  input [7:0] src_b,
  input [2:0] ctrl,
  output logic [7:0] result,
  output logic zero
);
  always @* begin
    case (ctrl)
      3'b000: result <= src_a + src_b;         
      3'b001: result <= src_a + ~src_b + 1;         
      3'b010: result <= src_a & src_b;         
      3'b011: result <= src_a | src_b;      
		3'b100: result <= src_a^src_b;			  
      3'b101: result <= (src_a < src_b) ? 1 : 0;  
      default: result <= 8'b1111_1111;         
    endcase
    zero <= result == 8'b0000_0000 ? 1'b1 : 1'b0; 
  end
endmodule
$ cat ./config.mk
export PLATFORM = sky130hd
export DESIGN_NAME = ula
export DESIGN_NICKNAME = ula
export VERILOG_FILES = /design/flow/design.v
export SDC_FILE = /design/flow/constraint.sdc
export NUM_CORES = 4
export LEC_CHECK = 1
export CORE_AREA = 10 10 92 92
export DIE_AREA = 0 0 102 102
$ cat ./run.sh
#!/bin/bash
# OpenROAD 26Q1-2900-gdf79404cd8, Yosys 0.63+post, stock flow scripts
make -C /OpenROAD-flow-scripts/flow DESIGN_CONFIG=/design/flow/config.mk WORK_HOME=/design/flow/orfs finish
$ cat ./constraint.sdc
current_design ula

set clk_period 6.0
set clk_io_pct 0.2

create_clock -name clk0 -period $clk_period

set non_clock_inputs [all_inputs -no_clocks]
set_input_delay [expr $clk_period * $clk_io_pct] -clock clk0 $non_clock_inputs
set_output_delay [expr $clk_period * $clk_io_pct] -clock clk0 [all_outputs]
==> out/qor.yml <==
outcome:
  status: "complete, no violations"
min_path:
  holdPathStages: 7
  hp-start: "src_b[7]"
  hold_class: "in -> out"
  hold_end: "result[0]"
run:
  warning_count: 49
  cap_viol_max_count: 0
placement:
  dpl.hpwl_mm: 2.83
  place_area_um2: 1470
  portBuffers: 28
  gp_congestion: 0.873
  pre_cts_slack_ns: 0.356
global_route:
  met3_usage_pct: 1.30
  grt-ovfl-total: 0
  top_usage_layer: "met2"
  antenna_found_initial: 0
  grt_max_degree: 15
  grtUsageTotal_pct: 6.44
  grt_pass1_vias: 1181
  grt_pass1_wl_mm: 5.63
  grt_use_met1_pct: 8.63
  grt.met2_usage_pct: 11.0
setup_path:
  crit_type: "in -> out"
  start_kind: "input pin"
  cp-end-kind: "primary output"
  arrival_ns: 4.46
  required_ns: 4.80
  crit_fanout: 3
route:
  diodes: 0
  drt-total-wl_mm: 3.33
  drc: 0
  wl_per_cell_um: 12.6
  ant_nets: 0
  vias: 1176
  dr.pass1.iters: 4
  drt_iter0_markers: 50
  viasPerCell: 4.45
finish:
  nClkBuffers: 0
  layout.area.comb_um2: 980
  flops: 0
  syn2layout_area_growth_pct: 30.9
  fillers: 723
  drive_above_1_share_pct: 4.81
  ff_latch_area_um2: 0
  fin_util_pct: 22.7
  finalInstanceArea_um2: 1470
cts:
  post-cts-setup-buffers: 0
  cts_resized: 0
  holdBufCountCts: 0
logic_synthesis:
  synth_area_um2: 1120
  yosys_warnings: 1
  synth_cell_types: 42
  ys_cells: 166
  syn_area_per_cell_um2: 6.76
  yosys_area_um2: 1120
  postSynthSeqShare_pct: 0
  synth_cells: 166
floorplan:
  num_rows: 29
  chip_area_um2: 10400
  die_y_um: 102
  initial_core_util_pct: 17.4
  ioPinCount: 28
  die_w_um: 102
  core_area_um2: 6460
power:
  ir_drop_uv: 21.3
  leakage_nw: 0.639
  power_density_nw_per_um2: 79.8
sta:
  slew_violations: 0
  setup_tns_ns: 0
  layout_setup_ws_ns: 0.342
  period_used_pct: 94.3
  rsz0062_at_grt: "no"
  tightest_slew_ns: 0.460
  maxSlewHeadroom_pct: 69.2
  finalHoldViolCount: 0
  setup_violations: 0
  clock.fmax_ghz: 0.177
  period_minus_slack_ns: 5.66
-- cells in the mapped netlist --
master,count,area (µm²)
nor4_1,4,25.0
nor2_1,12,45.0
nand2_2,1,6.26
a211oi_1,3,22.5
a211o_1,2,17.5
clkbuf_1,5,18.8
nor3_1,5,25.0
a21boi_2,1,11.3
inv_2,1,3.75
a21o_1,1,7.51
o22ai_1,4,25.0
a22oi_1,1,7.51
a21oi_2,1,8.76
xnor2_1,4,35.0
a221o_1,1,10.0
a21boi_0,1,7.51
o21ai_2,1,8.76
a221oi_1,2,17.5
or3_1,1,6.26
ha_1,25,313
o21bai_1,2,15.0
o22a_1,1,8.76
inv_1,25,93.8
nor4_2,1,12.5
buf_6,1,11.3
nand2_1,9,33.8
nand3_1,4,20.0
a21oi_1,13,65.1
o21ai_0,12,60.1
or2_1,1,6.26
xor2_1,2,17.5
mux2i_1,1,10.0
o21ai_1,1,5.00
nor2_2,1,6.26
buf_2,3,15.0
nor2b_1,2,12.5
o211ai_1,3,22.5
o221ai_1,2,17.5
or4_1,1,7.51
fa_1,2,40.0
o21a_1,1,7.51
or2_0,2,12.5
-- logic make-up (layout without fill, tap and decap cells) --
group	after synthesis	after routing	synth area share [%]
XOR/XNOR	6	6	4.68
multiplexers	1	1	0.892
AND/OR/NAND/NOR	44	44	19.5
adder cells (fa/ha/maj)	27	27	31.4
AND-OR/OR-AND	53	53	30.8
buffers and inverters	35	56	12.7
-- through the flow --
| step | std cells | hold WS [ns] | power, mW |
|---|---|---|---|
| final | 264 | 3.68 | 0.117 |
| after global routing | 264 | 3.76 | 0.133 |
| after CTS | 264 | 3.69 | 0.119 |
| after detailed placement | 264 | 3.67 | 0.118 |
| after global placement | 264 | 3.69 | 0.118 |
| after floorplan | 166 | 2.57 | 0.0720 |
-- cells in the final DEF (no fill, tap or decap), types with 2 or more instances in the layout --
| cell type | count |
|---|---|
| clkdlybuf4s50_1 | 28 |
| inv_1 | 25 |
| ha_1 | 25 |
| a21oi_1 | 13 |
| o21ai_0 | 12 |
| nor2_1 | 12 |
| nand2_1 | 9 |
| nor3_1 | 5 |
| xnor2_1 | 4 |
| o22ai_1 | 4 |
| nand3_1 | 4 |
| nor4_1 | 4 |
| a211oi_1 | 3 |
| o211ai_1 | 3 |
| o221ai_1 | 2 |
| or2_0 | 2 |
| nor2b_1 | 2 |
| a221oi_1 | 2 |
| a211o_1 | 2 |
| xor2_1 | 2 |
| o21bai_1 | 2 |
| fa_1 | 2 |
| buf_4 | 2 |
-- how the worst max path moves through the flow --
stage / startpoint / to / slack, ns / depth (start not counted)
final: src_b[0] / zero / 0.34 / 12
after CTS: src_b[0] / zero / 0.32 / 12
after global routing: src_b[0] / zero / 0.13 / 12
-- where the power goes --
part,total (mW),switching (mW),internal (mW),leakage (nW)
Combinational,0.117,0.0593,0.0579,0.639
Clock,0,0,0,0
Sequential,0,0,0,0
Total,0.117,0.0593,0.0579,0.639
-- layer usage --
layer	vias to the layer above	wire length, µm
li1	623	-
met1	527	1580
met2	24	1560
met3	2	173
met4	0	16
met5	-	0
-- area by class of cell --
class,instances,share of cell area [%]
Inverter,26,6.64
Multi-Input combinational cell,131,66.7
Tap cell,77,6.56
Timing Repair Buffer,30,20.1
-- critical path, cell delays in order --
cell,delay (ns)
clkdlybuf4s50_1,0.50
ha_1,0.21
inv_1,0.06
fa_1,0.40
nor2b_1,0.17
o21ai_2,0.07
a21boi_0,0.25
mux2i_1,0.22
o211ai_1,0.12
or4_1,0.52
nor4_2,0.22
clkdlybuf4s50_1,0.51
Power is estimated from default activity; no workload was simulated.
