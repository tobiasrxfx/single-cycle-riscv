==> flow/design.v <==
module clk_divider (input clk_in,
                     output logic clk_out);
  logic[27:0] counter = 28'd0;  
  parameter DIVISOR = 28'd50_000_000;  
	always @(posedge clk_in)
	begin
		 counter = counter + 1'd1;
		 if(counter >= DIVISOR)
  			counter = 1'd0;
      clk_out = (counter<DIVISOR/2)?1'b1:1'b0;
	end
endmodule 
==> flow/run.sh <==
#!/bin/bash
# OpenROAD 26Q1-2900-gdf79404cd8, Yosys 0.63+post, stock flow scripts
make -C /OpenROAD-flow-scripts/flow DESIGN_CONFIG=/design/flow/config.mk WORK_HOME=/design/flow/orfs finish
==> flow/config.mk <==
export PLATFORM = sky130hd
export DESIGN_NAME = clk_divider
export DESIGN_NICKNAME = clk_divider
export VERILOG_FILES = /design/flow/design.v
export SDC_FILE = /design/flow/constraint.sdc
export NUM_CORES = 4
export LEC_CHECK = 1
export CORE_UTILIZATION = 30
==> flow/constraint.sdc <==
current_design clk_divider

set clk_period 6.0
set clk_io_pct 0.2

create_clock -name clk0 -period $clk_period [get_ports {clk_in}]

set non_clock_inputs [all_inputs -no_clocks]
set_input_delay [expr $clk_period * $clk_io_pct] -clock clk0 $non_clock_inputs
set_output_delay [expr $clk_period * $clk_io_pct] -clock clk0 [all_outputs]
==> results_dict.tcl <==
# implementation run metrics
set metrics [dict create \
    cts_tree "yes" \
    dp.final_hpwl_mm 2.130 \
    clock_path_buffers 2 \
    final_layout_size_suffix_gt1_frac 0.08556 \
    critPathLaunchType "flop" \
    depth_of_the_cts_h_tree 2 \
    syn-instance-count 184 \
    warning_count 25 \
    insertedDiodeCount 0 \
    postCtsSetupRepairBufs 0 \
    num_io_pins 2 \
    cts_hold_buffers 0 \
    placementRows 25 \
    worst_case_register_to_register_setup_slack_ps 2750 \
    timing_max_transition_violations_final 0 \
    vdd_ir_drop_max_mv 0.1208 \
    synth.cell_area_mm2 0.001554 \
    pwr_dens_mw_per_mm2 223.2 \
    critical-path-slowest-cell "or4_1" \
    ctsRootBufferMaster "clkbuf_8" \
    port-buffer-count 1 \
    initialDrtViolationCount 60 \
    synthToLayoutAreaGrowth_pct 9.662 \
    number_of_antenna_violations_at_the_first_check_in_global_routing 0 \
    largest_fanout_on_the_critical_path 15 \
    cp_slowest_stage_delay_ps 780 \
    cp.required_ps 6170 \
    timing.critical_path.buf_inv 1 \
    floorplan.core_area_mm2 0.004848 \
    async_flop_share 0 \
    post_drt_wl_per_cell_um 11.62 \
    vias 1254 \
    timing.hold.worst.class "flop to flop" \
    setup.worst_path.end "counter[10]$_DFF_P_" \
    design_area_mm2 0.001704 \
    fp.dieArea_mm2 0.005472 \
    synthFlopType "dfxtp_1" \
    worstRegToRegCells 8 \
    r2r_end "counter[10]$_DFF_P_" \
    ys_seq_elements 29 \
    layout_worst_path_cycle_share 0.5409 \
    yosys.stat.seqShare 0.3736 \
    cts.reportedPaths.clkPinSlew_ps 60 \
    ant_nets 0 \
    gp_routability_congestion 0.8928 \
    ctsResizeCount 0 \
    grt_pass1_wl_mm 5.168 \
    clk-insertion-delay-late_ps 280 \
    vias_per_cell 4.937 \
    p_total_w 0.0003803 \
    leakage_nw 0.5347 \
    synth_area_per_cell_um2 8.446 \
    timing.final.setup_violations 0 \
    timing.max_slew.rel_slack 0.6418 \
    synth_cell_type_count 40 \
    cpLargestDelayFamily "simple AND/OR/NAND/NOR gates" \
    drt-total-wl_mm 2.952 \
    drt_pre_antenna_iters 4 \
    post_synthesis_chip_area_from_yosys_mm2 0.001554 \
    floorplanUtilization 0.3205 \
    max_cap_viol_count 0 \
    grt_max_degree 16 \
    worst_slew_pin_slew_ps 537.3 \
    final-hold-violation-count 0 \
    chip_width_um 73.97 \
    fill_cells 522 \
    fmaxAchievable_mhz 308.1 \
    worst_hold_slack_ps 492.8 \
    worst_clock_skew_ps 3.208 \
    setup_repair_after_global_routing_missed_its_margin "false" \
    timing.rr.start "counter[2]$_SDFF_PP0_" \
    cp.arrival_ps 3410 \
    cts_made_buffers 5 \
    startpoint "counter[2]$_SDFF_PP0_" \
    post_synth_edffs 0 \
    drc 0 \
    floorplan.die.height_um 73.97 \
    placed_cell_area_mm2 0.001618 \
    grt.total_usage 0.1212 \
    crit_chain "nand4_2 -> or4_1 -> xor2_1 -> nor3b_1 -> nand4_1 -> a221oi_4 -> buf_4 -> nor2_1" \
    synth_warnings 1 \
    setup.worst_path.class "flop to flop" \
    grt_pass1_vias 1142 \
    timing.setup.tns_ps 0 \
    yosys_cells 184 \
    worst-path-stages 8 \
    timing.critical_path.to_type "flop" \
    status "finished clean" \
    period_minus_slack_ps 3246 \
    tritoncts_num_sinks 29 \
    globalRouteOverflowTotal 0 \
]
through the flow:
step | instances | util | setup slack (ps)
after floorplan | 185 | - | 3358
after global placement | 247 | 0.3337 | 2827
after CTS | 254 | 0.3515 | 2759
after detailed placement | 247 | 0.3337 | 2781
after global routing | 254 | 0.3515 | 2523
final | 254 | 0.3515 | 2754
layout make-up:
cell class / instances / area, um^2 / share of cell area
Inverter: 4 / 15.01 / 0.008811
Sequential cell: 29 / 580.6 / 0.3407
Tap cell: 67 / 83.83 / 0.04919
Multi-Input combinational cell: 144 / 913.4 / 0.5360
Timing Repair Buffer: 3 / 25.02 / 0.01468
Clock buffer: 7 / 86.33 / 0.05066
worst min-delay path by stage:
stage,from,to,slack (ps),cells past startpoint
global route,counter[0]$_SDFF_PP0_,counter[0]$_SDFF_PP0_,540,1
finish,counter[0]$_SDFF_PP0_,counter[0]$_SDFF_PP0_,490,1
CTS,counter[0]$_SDFF_PP0_,counter[0]$_SDFF_PP0_,500,1
registers in the layout, summed over array words and instances (netlist names):
| register | flops |
|---|---|
| counter | 28 |
| clk_out | 1 |
cells in the final DEF (no fill, tap or decap), types with 2 or more instances in the layout:
cell type	instances
buf_4	2
or2_2	2
nor2b_1	2
nand3_1	8
a211oi_1	3
or4_1	4
nand3_2	2
and2_1	2
or3_1	2
o21ai_0	4
xnor2_1	14
clkbuf_8	6
inv_1	4
and3_1	6
nor2_1	29
a31oi_1	2
conb_1	2
nand2_1	9
nand4_1	7
nor3_1	6
dfxtp_1	29
xor2_1	11
nor4_1	7
a21oi_1	7
synth_stat cells, types with 3 or more instances:
library cell	number	share of area
a211oi_1	3	0.014
xnor2_1	14	0.079
nor3_1	6	0.019
nor2_1	29	0.070
dfxtp_1	29	0.37
nand4_1	7	0.028
o21ai_0	4	0.013
or4_1	4	0.019
xor2_1	11	0.062
nand2_1	9	0.022
inv_1	4	0.0097
nor4_1	7	0.028
buf_2	3	0.0097
clkbuf_1	3	0.0072
nand3_1	8	0.026
and3_1	6	0.024
a21oi_1	7	0.023
layer usage:
layer	global-route usage	wire length (um)	vias up
li1	-	-	655
met1	0.1907	1580	570
met2	0.1768	1216	22
met3	0.02473	94	7
met4	0.02137	60	0
met5	0	0	-
report_power, final:
part | switching, W | leakage [nW] | internal (W) | total (W)
registers | 0.00000630 | 0.235 | 0.000198 | 0.000204
logic | 0.00000920 | 0.255 | 0.00000732 | 0.0000165
clock network | 0.0000688 | 0.0443 | 0.0000907 | 0.000160
cell families after synthesis:
kind of cell | synth area share
buf+inv | 0.04106
flops | 0.3736
xor+xnor | 0.1409
fa+ha+maj | 0.008050
mux | 0.006441
compound gates | 0.09985
simple gates | 0.3277
other cells | 0.002413
No activity file was given, so power comes from the tool's default toggle rates.
