**flow/design.v**
```verilog
module animation(input clk,
                 output [0:6] disp_0,
                 output [0:6] disp_1,
                 output [0:6] disp_2,
                 output [0:6] disp_3);
  logic [3:0] counter = 4'd0;  
  parameter [3:0] STOP_COUNT = 4'd12; 
  always @ (posedge clk) 
    begin 
      case (counter)
        4'd0 : begin 
          	disp_0 = ~7'b1000000; 
          	disp_1 = 7'b1111111;
            disp_2 = 7'b1111111;
            disp_3 = 7'b1111111;
        end 
        4'd1 : begin 
          	disp_0 = 7'b1111111; 
          	disp_1 = ~7'b1000000;
            disp_2 = 7'b1111111;
            disp_3 = 7'b1111111;
        end 
        4'd2 : begin 
          	disp_0 = 7'b1111111; 
          	disp_1 = 7'b1111111;
            disp_2 = ~7'b1000000;
            disp_3 = 7'b1111111;
        end 
        4'd3 : begin 
          	disp_0 = 7'b1111111; 
          	disp_1 = 7'b1111111;
            disp_2 = 7'b1111111;
            disp_3 = ~7'b1000000;
        end
        4'd4 : begin 
          	disp_0 = 7'b1111111; 
          	disp_1 = 7'b1111111;
            disp_2 = 7'b1111111;
            disp_3 = ~7'b0100000;
        end
        4'd5 : begin 
          	disp_0 = 7'b1111111; 
          	disp_1 = 7'b1111111;
            disp_2 = 7'b1111111;
            disp_3 = ~7'b0010000;
        end
        4'd6 : begin 
          	disp_0 = 7'b1111111; 
          	disp_1 = 7'b1111111;
            disp_2 = 7'b1111111;
            disp_3 = ~7'b0001000;
        end
        4'd7 : begin 
          	disp_0 = 7'b1111111; 
          	disp_1 = 7'b1111111;
            disp_2 = ~7'b0001000;
            disp_3 = 7'b1111111;
        end
        4'd8 : begin 
          	disp_0 = 7'b1111111; 
          	disp_1 = ~7'b0001000;
            disp_2 = 7'b1111111;
            disp_3 = 7'b1111111;
        end
        4'd9 : begin 
          	disp_0 = ~7'b0001000; 
          	disp_1 = 7'b1111111;
            disp_2 = 7'b1111111;
            disp_3 = 7'b1111111;
        end
        4'd10 : begin 
          	disp_0 = ~7'b0000100; 
          	disp_1 = 7'b1111111;
            disp_2 = 7'b1111111;
            disp_3 = 7'b1111111;
        end
        4'd11 : begin 
          	disp_0 = ~7'b0000010; 
          	disp_1 = 7'b1111111;
            disp_2 = 7'b1111111;
            disp_3 = 7'b1111111;
        end
      endcase 
      counter = counter + 1;
      if (counter == STOP_COUNT)
        counter <= 4'd0;
    end 
endmodule 
```
**flow/run.sh**
```bash
#!/bin/bash
# OpenROAD 26Q1-2900-gdf79404cd8, Yosys 0.63+post, stock flow scripts
make -C /OpenROAD-flow-scripts/flow DESIGN_CONFIG=/design/flow/config.mk WORK_HOME=/design/flow/orfs finish
```
**flow/config.mk**
```make
export PLATFORM = sky130hd
export DESIGN_NAME = animation
export DESIGN_NICKNAME = animation
export VERILOG_FILES = /design/flow/design.v
export SDC_FILE = /design/flow/constraint.sdc
export NUM_CORES = 4
export LEC_CHECK = 1
export CORE_AREA = 10 10 86 86
export DIE_AREA = 0 0 96 96
```
**flow/constraint.sdc**
```tcl
current_design animation

set clk_period 1.5
set clk_io_pct 0.2

create_clock -name clk0 -period $clk_period [get_ports {clk}]

set non_clock_inputs [all_inputs -no_clocks]
set_input_delay [expr $clk_period * $clk_io_pct] -clock clk0 $non_clock_inputs
set_output_delay [expr $clk_period * $clk_io_pct] -clock clk0 [all_outputs]
```
==> run notes <==
Item: results of the latest flow run.

- The average via count per standard cell is 3.46.
- The family with the most delay on the worst path is flip-flops.
- The worst voltage drop across the vdd grid is 0.333 mV.
- In the final layout, the share of cells above drive strength 1 is 35.1%.
- The number of antenna diodes is 0.
- For this run, the total global-route usage over all layers was measured as 3.54%.
- The xor and xnor fraction of the mapped netlist area is 1.85%.
- The placer's final routability congestion estimate is 0.827.
- The clock insertion delay at the later pin of the skew report is 0.25 ns.
- The clock passes through at most 2 buffers.
- The tree is rooted in a clkbuf_8.
- The number of search-and-repair iterations in the first detailed-routing pass is 3.
- A synthesized cell averages 10.6 um2.
- The number of warnings the tools reported is 32.
- STA lists the maximum fanout along the critical path as 8.
- Yosys reports that the leading cell type by area covers 38.1% of the netlist area.
- Among the non-sequential cells, buffers and inverters take the most area.
- The post-synthesis compound-gate area fraction is 8.74%.
- The worst setup path is captured at a register.
- The required time at the worst endpoint is listed as 1.49 ns.
- The leakage power figure is a little over 0.5 nW.
- The timing report gives the clock slew at the launch and capture registers of the worst setup and hold paths as approximately 0.07 ns.
- The number of routed nets with antenna violations is 0.
- The number of rows in the core area is 27.
- The area of the core is between 0.005 and 0.006 mm2.
- Per the placement log, port buffering inserted 12 buffers.
- The async set-or-reset flop fraction in the synthesized netlist is 0%.
- After layout, the setup clock skew is reported as 0.00860 ns.
- Once detailed placement completed, the half-perimeter wirelength came to 1340 um.
- The CTS tree is yes.
- In this run, synthesis produced a sequential element count of 16.
- The vertical die dimension reported for this design is 96 um.
- After detailed routing, the number of remaining DRC violations is 0.
- The max-slew violation total from the final report is 0.
- The pin count of the biggest net entering global routing is 11.
- The dominant synthesized flop cell is edfxtp_1.
- Once layout is done, the placed cells without fillers occupy 0.00134 mm2.
- Summing internal, switching and leakage power gives 0.000790 W.
- The number of maximum-capacitance constraint violations is 0.
- The total of endpoints with negative setup slack in the final report is 0.
- In this run the count of I/O pins placed on the die edge is 29.
- STA classifies the critical path startpoint as a register.
- The count of yosys warnings during synthesis is 49.
- The routed length per instance is approximately 9.5 um.
- Listed in order, past its start point the critical path passes ha_4 > buf_12 > nor4_4 > buf_4 > nor2_1.
- The power per standard cell area is 591 mW/mm2.
- The placement-stage cell area is between 0.001 and 0.0015 mm2.
- The count of clock tree sinks is 16.
- The width of the die is around 96 um.
- The path class of the lowest-slack min-delay path is reg -> reg.
- Setup repair after global routing could not meet its margin everywhere.
- Ranked by total cell area, the synthesized netlist is headed by edfxtp_1 38%, buf_4 13%, dfxtp_1 8.5%.
- The cell count listed in synth_stat.txt is 89.
- The cell count after synthesis is 89.
- The critical path buffer and inverter count is 2.
- At the placement stage, the worst setup path has a slack of -0.0683 ns.
- The count of different cell masters after synthesis is 26.
- In this run, placement finished with an instance count of 181.
- The number of H-tree levels is 1.
- The total wire length after detailed routing is around 1800 um.
- The clock period could shrink to 1.46 ns.
- The number of synthesized flops with an enable pin is 12.
- Per the GRT congestion report, total overflow comes to 0.
- The largest incremental delay on the critical path is 0.37 ns.
- The portion of synthesized area spent on multiplexers is 1.59%.
- The final cell count without fillers is 186.
- The total number of vias is 643.
- The area added between synthesis and finish is 41.5%.
- Before placement the cells fill 17.1% of the core.
- The data arrival time reported for the critical path is around 1.4 ns.
- The final timing report lists a hold violation count of 0.
- The first global-routing pass estimated 2660 um of wire.
- The number of clock buffers added by TritonCTS is 3.
- The synthesis area per yosys is 945 um2.
- The flow ran to the end, and the final reports show no timing, DRC or antenna violations.
- In this run the full chip footprint comes out at 0.00922 mm2.
- Summed over all instances, the cell type with the most area after synthesis is edfxtp_1.
- The setup path with the least slack is of type reg -> reg.
- OpenROAD reports that the post-layout worst path occupies 97.2% of the period.
- Of the total synthesized cell area, the portion taken by AND, OR, NAND and NOR gates is ~15%.
- The count of routing violations after the opening detailed-route iteration is 23.
- In the Yosys report, the sequential cells make up 46.6% of the chip area.
- Per the timing report, the achievable frequency comes out to slightly below 0.7 GHz.
- The number of global-route vias before repair is 612.
- The final cell utilization of the core is around 24%.
- The final timing report gives a worst setup slack of 0.0422 ns.
- Of the total synthesized cell area, the portion taken by full adders, half adders and majority gates is 6.62%.
- Before any placement, the netlist area is recorded as 945 um2.
- The initial antenna violation count is 0.
- For this design, the slowest cell found on the critical path is dfxtp_4.
[cell usage in the layout, fill, tap and decap left out, drive strengths merged]
cell	netlist	final
and2	1	1
xor2	2	2
a21oi	5	5
clkdlybuf4s50	0	12
nor4	1	1
a311oi	3	3
o21a	1	1
nor2b	2	2
dfxtp	4	4
edfxtp	12	12
clkinv	0	1
and4	1	1
nor3	4	4
conb	1	16
inv	4	4
o21ai	4	4
buf	19	16
nor2	4	4
ha	5	5
mux2	1	1
nand2	4	4
nor4b	2	2
and2b	1	1
nand3	5	5
clkbuf	3	3
[through the flow]
step                      hold WS (ns)  setup TNS, ns
after global routing             0.642        -0.0101
after CTS                        0.613       -0.00414
final                            0.628              0
after global placement           0.556         -0.573
after floorplan                  0.467       -0.00459
after detailed placement         0.563         -0.749
[worst register-to-register path: cells and delay by family, from the launching register on]
family	cells	cell delay [ns]
buffers and inverters	2	0.31
and+or+nand+nor	2	0.32
DFF	1	0.37
adders and majority gates	1	0.20
[sequential cells by signal, summed over array words and instances (netlist names)]
name and cells:
disp_2 2, disp_3 4, counter 4, disp_0 4
disp_1 2
[synthesized netlist by cell type (all sizes together) (3+ instances only)]
| master | n |
|---|---|
| clkbuf | 3 |
| a21oi | 5 |
| a311oi | 3 |
| nand3 | 5 |
| nor3 | 4 |
| inv | 4 |
| buf | 19 |
| dfxtp | 4 |
| ha | 5 |
| o21ai | 4 |
| edfxtp | 12 |
| nor2 | 4 |
| nand2 | 4 |
[repair_timing]
action | in CTS | in global routing
pin swaps | 2 | 4
hold buffers | 0 | 0
gates resized | 10 | 13
setup endpoints to repair | 19 | 20
buffers inserted | 0 | 1
[worst paths after layout]
kind / depth (start not counted) / slack (ns) / start / end
max: 5 / 0.04 / counter[0]$_SDFF_PN0_ / disp_1[3]$_DFFE_PP_
min: 2 / 0.63 / counter[0]$_SDFF_PN0_ / counter[0]$_SDFF_PN0_
max reg2reg: 5 / 0.04 / counter[0]$_SDFF_PN0_ / disp_1[3]$_DFFE_PP_
min reg2reg: 2 / 0.63 / counter[0]$_SDFF_PN0_ / counter[0]$_SDFF_PN0_
[where the power goes]
part           leakage, nW   total (W)  internal [W]  switching [W]
Clock               0.0231    0.000322      0.000181       0.000141
Sequential           0.173    0.000466      0.000466              0
Combinational        0.314  0.00000201             0     0.00000201
[cell families (layout without fill, tap and decap cells)]
group	after synthesis	count (layout)
other	1	16
DFF	16	16
AOI/OAI and AO/OA	13	13
and+or+nand+nor	25	25
buffers and inverters	26	36
xor gates and xnor gates	2	2
adders and majority gates	5	5
muxes	1	1
[routing by layer]
layer | up-vias | part of all wire [%] | global-route usage, %
li1 | 329 | - | -
met4 | 0 | 0 | 0.123
met5 | - | 0 | 0
met2 | 22 | 44 | 5.89
met3 | 0 | 9.3 | 1.42
met1 | 292 | 47 | 4.49
[final cells by class]
type	count	area, um2
clock inverters	1	3.75
repair buffers	28	253
clock buffers	3	41.3
inverters	4	15.0
flip-flops and latches	16	448
fillers	597	4200
well taps	72	90.1
multi-input cells	62	485
Power is estimated from default activity; no workload was simulated.
